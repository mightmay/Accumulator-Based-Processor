## ./run.sh

```bash
#!/bin/bash
# OpenROAD 26Q1-2900-gdf79404cd8, Yosys 0.63+post, stock flow scripts
make -C /OpenROAD-flow-scripts/flow DESIGN_CONFIG=/design/flow/config.mk WORK_HOME=/design/flow/orfs finish
```

## ./config.mk

```make
export PLATFORM = sky130hd
export DESIGN_NAME = controller
export DESIGN_NICKNAME = controller
export VERILOG_FILES = /design/flow/design.v
export SDC_FILE = /design/flow/constraint.sdc
export NUM_CORES = 4
export LEC_CHECK = 1
export CORE_AREA = 10 10 70 70
export DIE_AREA = 0 0 80 80
```

## ./constraint.sdc

```tcl
current_design controller

set clk_period 1.0
set clk_io_pct 0.2

create_clock -name clk0 -period $clk_period [get_ports {clk}]

set non_clock_inputs [all_inputs -no_clocks]
set_input_delay [expr $clk_period * $clk_io_pct] -clock clk0 $non_clock_inputs
set_output_delay [expr $clk_period * $clk_io_pct] -clock clk0 [all_outputs]
```

## ./design.v

```verilog
`timescale 1ns / 1ps
module controller(
StageRegAddrMode_out,StageRegInstr_out,reset,clk,
InstrRAMenable, InstrRAMread_en, PCounterIncb_in, PCounterInccontrol_in,
StageRegld_str, DataRAMenable, DRAMaddrMUXselect, DataRAMread_en, IndirectAddrRegld_str,
ACCld_str,ACCinMUXselect,shiftercontrol,ALUinMUXselect, ALUcontrol_in
    );
input [4:0]StageRegInstr_out;
input [2:0]StageRegAddrMode_out;
input reset,clk;
output reg InstrRAMenable, InstrRAMread_en, PCounterIncb_in, PCounterInccontrol_in; 
output reg StageRegld_str;
output reg DataRAMenable, DRAMaddrMUXselect, DataRAMread_en, IndirectAddrRegld_str;
output reg ACCld_str,ACCinMUXselect,shiftercontrol,ALUinMUXselect, ALUcontrol_in;
reg [20:0] yp,yp2,Y,Y2;
parameter t0=0;
parameter t1=1;
parameter t2=2;
parameter t3=3;
parameter t4=4;
parameter t5=5;
parameter t6=6;
parameter t7=7;
parameter t8=8;
parameter t9=9;
parameter t10=10;
parameter t11=11;
parameter t12=12;
parameter t13=13;
parameter t14=14;
parameter t15=15;
parameter t16=16;
parameter tt0=0;
parameter tt1=1;
parameter tt2=2;
parameter tt3=3;
parameter tt4=4;
parameter tt5=5;
always
begin
case (yp)
tt0: Y=tt1;
tt1: Y=tt2;
tt2: Y=tt0;
default: Y=tt0;
endcase
end
always @(posedge clk)
begin if(reset ==1'b1) yp=tt0;
	else if (clk ==1'b1) yp=Y;
	end
always @(yp)
begin
case (yp)
tt0: begin
	 InstrRAMenable=1;
	 InstrRAMread_en=1;
	 PCounterIncb_in=1; 
	 PCounterInccontrol_in=0;
	 end
tt1: StageRegld_str=0;
tt2: StageRegld_str=1;
default:InstrRAMenable=1;
endcase
end
endmodule
```

==> run summary <==
Results of the implementation run.

The synthesis report lists the most area-consuming cells as sky130_fd_sc_hd__buf_4, sky130_fd_sc_hd__dfxtp_1, sky130_fd_sc_hd__mux2i_1. The number of register pins that no clock reaches came out at 1. The final number of setup-violating endpoints is 0. The global routing report lists combined usage of all routing layers as 1.34%. The total antenna diodes in the routed design is 0. The final setup skew is about 1.6 ps. The final routed wire length divided by cell count came out at 5.18 um. The internal portion of the total power is 0.656 mW.

Yosys reports a chip area of 226 sq um. The initial core utilization is 6.63%. In the final report, the number of pins over their slew limit comes to 0.

The HPWL reported at the end of detailed placement came out at 295 um. The count of nets left with antenna violations after detail routing is 0. The critical path is of the reg -> reg type. The layout report lists the combined flip-flop and latch area as ~75 sq um. The highest clock frequency the design can meet came out at 1.27 GHz.

The arrival time of the worst setup path is about 1000 ps. The number of max-capacitance violations reported came out at 0. The post-detailed-routing wire length came out at 425 um. Summing over the stages, the warning tally comes to 39. The worst register-to-register path has a depth of 2. The number of DRC violations after detailed-routing iteration 0 is 3. After synthesis, the design contains 26 cells according to Yosys.

The number of design rule violations left after detail routing is 0. The cell taking the most area after synthesis is sky130_fd_sc_hd__buf_4. For the finished layout, the period the worst path requires is 786 ps. Input and output buffers added on the ports amount to 2. The power per cell area came out at 2840 nW/um^2. The cell leakage power came out at around 0.14 nW. The fill cell instance count of the final layout is 406. The number of antenna violations at the first check in global routing came out at 0.

Row generation in the floorplan step produced 21 rows. The clock-pin slew reported for the worst setup and hold paths after clock tree synthesis came out at 40 ps. The kind of capture point of the worst setup path is a flop. The number of distinct library cells after synthesis is 8. The weighted congestion reported at the end of routability-driven placement came out at 0.623. For this block, the via count after detailed routing is approximately 150. The number of global-route vias before repair is ~220.

The worst hold slack is 36.6 ps. For the worst-skew pair, the clock arrives at the later sink with an insertion delay of 340 ps. The share of the synthesized area in the top cell type is a little over two fifths. The destination of the worst register-to-register timing path is yp[0]$_DFF_P_. The count of non-filler cells in the finished layout came out at 82. The die is 80 um wide. A synthesized cell averages 8.71 sq um.

The beginning of the worst register-to-register path is yp[0]$_DFF_P_. The final standard cell area without fillers is 315 sq um. The post-synthesis cell area is 226 sq um.

The placed cell count came out at 73. The min-delay analysis places its worst path in the category clk -> reg. The library cell with the highest instance count after synthesis is sky130_fd_sc_hd__buf_4. By count the netlist is led by sky130_fd_sc_hd__buf_4, sky130_fd_sc_hd__dfxtp_1, sky130_fd_sc_hd__nor2_1, sky130_fd_sc_hd__conb_1, sky130_fd_sc_hd__mux2i_1.

The number of instances in the synthesized netlist came out at 26. Looking at the cell usage after synthesis, the top flip-flop cell is sky130_fd_sc_hd__dfxtp_1. The clock tree from TritonCTS is done.

The total iterations of the first detailed-routing run came out at 2. Net switching is between 20 and 30% of the power. The net load switching power is 0.241 mW. The final period utilization is 78.6%. The count of boundary I/O pins came out at 24. The clock network fraction of total power came out at 70.4%.

The number of unconstrained endpoints came out at 2. The count of buffers added by post-CTS timing repair for setup came out at 0. The setup check on the worst reg-to-reg path leaves a slack of 210 ps. The total negative slack is 0 ps. The largest net degree at the start of global routing is 5.

After clock tree synthesis, the flow added hold-fix buffers numbering 0. The die height is around 80 um. The yosys warning tally is 10. The number of flops mapped to enable cells by yosys is 0. For hold timing, the worst endpoint is yp[0]$_DFF_P_. Once the clock tree was built, the resizer swapped 0 gates to a different size. The multi-input logic area is 95.1 sq um. The peak ir drop on the vdd network came out at 0.419 mV. The critical path maximum fanout is 2. The power share of the combinational group is slightly below 4%. The overall power consumption came out at around 0.9 mW.

The sequential group share of total power came out at 25.7%. The number of vias per cell after detailed routing came out at 1.85. The flop and latch count out of synthesis came out at 4. Setup repair after global routing left no endpoint under its margin. The area growth from synthesis to layout came out at 39.2%. The overall die size recorded for this design is 6400 sq um. The total overflow left after global routing is 0. STA puts the critical path data required time at 1220 ps. The fraction of final layout cells sized beyond drive strength 1 is 22.2%. The number of cells traversed by the worst hold path came out at 3.

The run finished with clean final reports. The worst setup path is launched from a flop. The standard cell core area came out at 3420 sq um. The worst hold path begins at clk. Per the final timing report, the hold violations number 0.

The total placed instance area is 255 sq um. The global-route wire length before repair came out at 676 um. The async set-or-reset flop fraction in the synthesized netlist is 0%.
area by class of cell:
type / count / share of cell area (%)
Tap cell: 46 / 18.3
Sequential cell: 4 / 23.8
Clock buffer: 9 / 19.0
Timing Repair Buffer: 3 / 8.73
Multi-Input combinational cell: 20 / 30.2
layer usage:
| metal | vias to the layer above | wire (um) | track usage [%] |
|---|---|---|---|
| met5 | - | 0 | 0 |
| met4 | 0 | 0 | 2.29 |
| met3 | 0 | 60 | 2.05 |
| met2 | 14 | 195 | 1.04 |
| met1 | 64 | 170 | 0.932 |
| li1 | 74 | - | - |
state kept, by name, summed over array words and instances (netlist names):
| signal | flops |
|---|---|
| StageRegld_str | 1 |
| yp | 3 |
through the flow:
stage | util [%] | worst slack (ps)
finish | 9.23 | 214
global route | 9.23 | 185
CTS | 9.23 | 208
detailed placement | 7.47 | 41.0
global placement | 7.47 | 46.2
floorplan | - | 155
logic make-up (layout without fill, tap and decap cells):
group,count (synthesis),after routing,share of synthesized area (%)
buffers and inverters,13,12,43.1
multiplexers,2,2,8.84
AND-OR/OR-AND,1,1,3.87
flip-flops,3,3,26.5
other,2,13,3.32
AND/OR/NAND/NOR,4,4,7.74
latches,1,1,6.63
power groups by stage:
stage | clock (mW) | sequential, mW | combinational, mW
after CTS | 0.671 | 0.231 | 0.0381
after global routing | 0.735 | 0.235 | 0.0401
final | 0.631 | 0.230 | 0.0352
worst max-delay path, stage by stage (launching register included):
cell and delay (ps):
sky130_fd_sc_hd__dfxtp_1 300, sky130_fd_sc_hd__nor2b_1 120, sky130_fd_sc_hd__a211o_1 250
worst max path at each step:
stage                          from             to  slack [ps]  depth (start not counted)
after CTS             yp[0]$_DFF_P_  yp[0]$_DFF_P_         210                          2
after global routing  yp[0]$_DFF_P_  yp[0]$_DFF_P_         180                          2
final                 yp[0]$_DFF_P_  yp[0]$_DFF_P_         210                          2
layout by cell type, fill, tap and decap left out:
| cell | instances |
|---|---|
| sky130_fd_sc_hd__clkdlybuf4s50_1 | 2 |
| sky130_fd_sc_hd__conb_1 | 13 |
| sky130_fd_sc_hd__clkbuf_4 | 7 |
| sky130_fd_sc_hd__dfxtp_1 | 3 |
| sky130_fd_sc_hd__dlxtn_1 | 1 |
| sky130_fd_sc_hd__nor2b_1 | 1 |
| sky130_fd_sc_hd__a211o_1 | 1 |
| sky130_fd_sc_hd__clkbuf_1 | 2 |
| sky130_fd_sc_hd__buf_4 | 1 |
| sky130_fd_sc_hd__nor2_1 | 3 |
| sky130_fd_sc_hd__mux2i_1 | 2 |
Power is estimated from default activity; no workload was simulated.
