===== design/flow/config.mk =====
export PLATFORM = sky130hd
export DESIGN_NAME = finite_state_machine
export DESIGN_NICKNAME = finite_state_machine
export VERILOG_FILES = /design/flow/design.v
export SDC_FILE = /design/flow/constraint.sdc
export NUM_CORES = 4
export LEC_CHECK = 1
export CORE_AREA = 10 10 88 88
export DIE_AREA = 0 0 98 98

===== design/flow/design.v =====
`timescale 1ns / 1ps
module finite_state_machine(vz, clock, start, clear, controller_out);
	input [1:0] vz;
	input clock, start, clear;
	output [4:0] controller_out;
	reg [6:0] current_state;
	reg [6:0] next_state;
	reg [4:0] controller_out;
	parameter a = 7'b1000000, b = 7'b0100000, c = 7'b0010000, d = 7'b0001000, e = 7'b0000100, f = 7'b0000010, g = 7'b0000001;
	always@(vz or current_state)
	begin
		case(current_state)
			a: case(vz)
					2'b00: next_state = a;
					2'b01: next_state = c;
					2'b10: next_state = a;
					2'b11: next_state = g;
				endcase
			b: case(vz)
					2'b00: next_state = d;
					2'b01: next_state = a;
					2'b10: next_state = a;
					2'b11: next_state = f;
				endcase
			c: case(vz)
					2'b00: next_state = b;
					2'b01: next_state = c;
					2'b10: next_state = d;
					2'b11: next_state = e;
				endcase
			d: case(vz)
					2'b00: next_state = f;
					2'b01: next_state = g;
					2'b10: next_state = a;
					2'b11: next_state = f;
				endcase
			e: case(vz)
					2'b00: next_state = b;
					2'b01: next_state = e;
					2'b10: next_state = b;
					2'b11: next_state = g;
				endcase
			f: case(vz)
					2'b00: next_state = a;
					2'b01: next_state = b;
					2'b10: next_state = e;
					2'b11: next_state = d;
				endcase
			g: case(vz)
					2'b00: next_state = g;
					2'b01: next_state = f;
					2'b10: next_state = e;
					2'b11: next_state = c;
				endcase
			endcase
	end
	always@(posedge(clock))
	begin
		if (clear == 0)
			current_state = 0;
		else if (start == 1)
			current_state = a;
		else
			current_state = next_state;
	end
	always@(current_state)
	begin
		case(current_state)
			a: controller_out = 5'b00110;
			b: controller_out = 5'b10101;
			c: controller_out = 5'b01110;
			d: controller_out = 5'b11001;
			e: controller_out = 5'b01101;
			f: controller_out = 5'b01000;
			g: controller_out = 5'b10001;
			default: controller_out = 5'b00000;
		endcase
	end
endmodule

===== design/flow/constraint.sdc =====
current_design finite_state_machine

set clk_period 1.9
set clk_io_pct 0.2

create_clock -name clk0 -period $clk_period [get_ports {clock}]

set non_clock_inputs [all_inputs -no_clocks]
set_input_delay [expr $clk_period * $clk_io_pct] -clock clk0 $non_clock_inputs
set_output_delay [expr $clk_period * $clk_io_pct] -clock clk0 [all_outputs]

===== design/flow/run.sh =====
#!/bin/bash
# OpenROAD 26Q1-2900-gdf79404cd8, Yosys 0.63+post, stock flow scripts
make -C /OpenROAD-flow-scripts/flow DESIGN_CONFIG=/design/flow/config.mk WORK_HOME=/design/flow/orfs finish

==> reports/qor.csv <==
stage,metric,value,unit
worst_setup_path,arrival,1780,ps
final_timing,maxSlewViolCount,0,
synthesis,netlist_instances,79,
hold_path,hold_path_depth,2,
routing,antennaDiodeCount,0,
final_timing,setup_viol,4,
grt,grt_start_max_net_pins,9,
pwr,vdd_ir_drop_max,0.000275,V
grt,grt_pass1_wl,3150,um
grt,grt_usage,3.79,%
cells_and_area,area_growth,63.8,%
synthesis,netlist.area_leader.share,18.8,%
die,fp_util,12.6,%
placed_design,dp_hpwl,1460,um
final_timing,slew_headroom,64.1,%
routing,drcViolationCount,0,
synthesis,ys_types,34,
final_timing,setup_ws,-265,ps
die,design.core.area,5920,sq um
placed_design,dp_cells,180,
worst_setup_path,cp_data_required_time,1520,ps
final_timing,hold_violations,0,
clock_network,cts_max_level,1,
final_timing,fmax,462,MHz
synthesis,mux_share,0,%
synthesis,ys_cells,79,
synthesis,ys_sh_aoi,14.9,%
synthesis,yosys.area_share.adder,8.38,%
run_status,violations,negative setup slack,
synthesis,top_area_cell,dfxtp_1,
cells_and_area,fin_area,1220,sq um
synthesis,synth-xor-area-share,4.69,%
routing,first_pass_iters,4,
clock_network,cts_buffers,3,
worst_setup_path,crit_fanout,3,
synthesis,synth.logic.top_family,simple AND/OR/NAND/NOR gates,
grt,grt_pass1_vias,738,
final_timing,rsz0062_at_grt,true,
grt,antenna_found_initial,0,
worst_setup_path,start_kind,register,
job,warnings,31,
clock_network,path_clk_slew,40,ps
clock_network,cts_tree,done,
synthesis,edf_count,0,
final_timing,fin_crit_sh,114,%
clock_network,postCtsHoldBufs,0,
synthesis,syn_area,747,sq um
routing,ant_nets,0,
pwr,power_density,386,nW/um^2
die,fp.dieH,98,um
hold_path,hp-start,clear,
synthesis,synthArstFlopShare,0,%
die,io_pins,10,
cells_and_area,finalNonFillerCells,194,
routing,dr_total_vias,694,
worst_setup_path,worstSetupPathType,register to output port,
final_timing,tightest_slew,535,ps
cells_and_area,combGateArea,503,sq um
synthesis,top_cells_by_area,"dfxtp_1 19%, dlxtn_1 14%, ha_1 8.4%, and2_1 5.9%, a221o_1 4.0%",
worst_setup_path,cp-end-kind,output port,
pwr,p_leak,0.000557,uW
clock_network,clockRootBuffer,clkbuf_8,
final_timing,unclocked_pins,7,
synthesis,ys_ff,14,
final_timing,finalCriticalPeriod,2160,ps
synthesis,synth_warnings,1,
placed_design,placed_cell_area,1060,sq um
routing,drt-initial-drc-count,30,
cells_and_area,nFillCells,619,
cells_and_area,register_area,246,sq um
routing,routed_wl,1850,um
synthesis,ys_area,747,sq um
die,chipArea,9600,sq um
synthesis,avgSynthCellArea,9.46,sq um
hold_path,whs_endpoint,current_state[6],
routing,post_drt_via_cell_ratio,3.58,
placed_design,globalplace.congestion,0.853,
hold_path,hp-class,input pin to register,
run_status,run_status,finished with violations,
clock_network,clk_path_buf_depth,2,
routing,routedWlPerCell,9.55,um
synthesis,ys_sh_simple,33.3,%
final_timing,untimed_endpoints,7,
cells_and_area,drive_above_1_share,44.5,%
grt,overflow,0,
die,dieWidth,98,um
die,placementRows,28,
job,max_cap_viol_count,0,
placed_design,io_buffers,9,
synthesis,synthFlopType,dlxtn_1,
-- metrics by stage --
stage	util [%]	power [uW]	hold WS [ps]	worst slack, ps	setup TNS [ps]
global route	20.7	496	760	-341	-1040
floorplan	-	214	497	71.4	0
CTS	20.4	479	742	-323	-936
finish	20.7	473	743	-265	-736
global placement	17.9	260	972	-299	-1130
detailed placement	17.9	259	971	-296	-1160
-- Yosys cell counts, types with 2 or more instances --
master   count
and2_1       7
dfxtp_1      7
dlxtn_1      7
ha_1         5
inv_1        4
nand2_1      4
a221o_1      3
nor2_1       3
nor2b_1      3
nor3_1       3
and4b_1      2
buf_2        2
nor4_1       2
o21ai_0      2
o41ai_1      2
or2_2        2
or3_1        2
xnor2_1      2
xor2_1       2
-- cell usage in the layout, fill, tap and decap left out, types with 2 or more instances in the layout --
| master | n |
|---|---|
| buf_4 | 29 |
| and2_1 | 7 |
| dlxtn_1 | 7 |
| dfxtp_1 | 6 |
| ha_1 | 5 |
| inv_1 | 4 |
| nand2_1 | 4 |
| clkdlybuf4s50_1 | 4 |
| nor2b_1 | 3 |
| a221o_1 | 3 |
| clkbuf_8 | 3 |
| buf_2 | 3 |
| xor2_1 | 2 |
| xnor2_1 | 2 |
| o21ai_0 | 2 |
| and4b_1 | 2 |
| o41ai_1 | 2 |
| or3_1 | 2 |
| nor3_1 | 2 |
| buf_6 | 2 |
-- what timing repair did --
item | CTS | global route
gates resized | 25 | 3
pin swaps | 8 | 6
setup endpoints to repair | 5 | 5
buffers inserted | 8 | 2
-- area by class of cell --
class / instances / area share, %
multi-input combinational: 57 / 41.1
clock buffer: 4 / 3.68
tap: 75 / 7.67
sequential: 14 / 20.1
timing repair buffer: 40 / 26.2
inverter: 4 / 1.23
-- flip-flops by register name (all words and copies together) (netlist names) --
register       flops
next_state         7
current_state      7
-- power breakdown --
group / leakage [uW] / switching (uW) / total [uW] / internal (uW)
clock: 0.0000228 / 54.6 / 199 / 144
combinational: 0.000422 / 46.2 / 106 / 60.1
sequential: 0.000112 / 2.33 / 168 / 165
-- logic make-up after synthesis --
family | after synthesis
AND/OR/NAND/NOR | 36
AND-OR/OR-AND | 12
buffers and inverters | 8
flip-flops | 7
latches | 7
adder cells (fa/ha/maj) | 5
XOR/XNOR | 4
-- worst max-delay path, cell delays in order, from the launching register on --
cell and delay, ps:
dfxtp_1 300, or4_4 560, buf_12 150, nor4b_4 240, a31o_4 140, or2_1 90
buf_2 80
-- worst max-delay path by stage --
stage / from / end / cells after the start
4_1_cts: current_state[4] / controller_out[3] / 6
5_1_grt: current_state[3] / controller_out[3] / 6
6_report: current_state[3] / controller_out[3] / 6
-- metal layers --
layer	share of wire (%)	track usage, %
met1	52	5.02
met2	43	6.04
met3	2.8	0.925
met4	2.3	0.895
met5	0	0
No activity file was given, so power comes from the tool's default toggle rates.
